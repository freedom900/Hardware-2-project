<file path="design.v">
module normalization(
	P, exp_z, sticky, guard, mantissa_norm, exp_norm
);
	input logic [47:0] P;
	input logic [9:0] exp_z;
	output logic sticky, guard;
	output logic [22:0] mantissa_norm;
	output logic [9:0] exp_norm;
	always_comb begin 
		if (P[47] == 1) begin
			mantissa_norm = P[46:24] << 1;
			exp_norm = exp_z + 1;
			guard = P[23];
			sticky = |P[22:0];
		end 
		else begin  
			mantissa_norm = P[45:23];
			exp_norm = exp_z;
			guard = P[22];
			sticky = |P[21:0];
		end
	end
endmodule
</file>
<file path="run.sh">
#!/bin/bash
# OpenROAD 26Q1-2900-gdf79404cd8, Yosys 0.63+post, stock flow scripts
make -C /OpenROAD-flow-scripts/flow DESIGN_CONFIG=/design/flow/config.mk WORK_HOME=/design/flow/orfs finish
</file>
<file path="config.mk">
export PLATFORM = sky130hd
export DESIGN_NAME = normalization
export DESIGN_NICKNAME = normalization
export VERILOG_FILES = /design/flow/design.v
export SDC_FILE = /design/flow/constraint.sdc
export NUM_CORES = 4
export LEC_CHECK = 1
export CORE_AREA = 10 10 70 70
export DIE_AREA = 0 0 80 80
</file>
<file path="constraint.sdc">
current_design normalization

set clk_period 1.9
set clk_io_pct 0.2

create_clock -name clk0 -period $clk_period

set non_clock_inputs [all_inputs -no_clocks]
set_input_delay [expr $clk_period * $clk_io_pct] -clock clk0 $non_clock_inputs
set_output_delay [expr $clk_period * $clk_io_pct] -clock clk0 [all_outputs]
</file>
==> run summary <==
Flow results are below.

- The detail route stage leaves a number of antenna-violating nets equal to 0.
- In the routed netlist, the antenna diode instances number 0.
- The count of distinct cell types in the synthesized netlist is 16, for reference.
- Across all layers, the routed design uses 507 vias.
- Summing all placed instances gives a cell area of 848 um2.
- With fillers left out, the area of the finished cells amounts to 863 um2.
- The number of max-cap violations is 0, for reference.
- Summed over all layers, the global routing overflow is 0.
- The most common library cell in the layout ignoring fill and taps is sky130_fd_sc_hd__clkdlybuf4s50_1, for reference.
- The pre-antenna-repair detailed-routing pass consisted of 2 iterations.
- The type of the worst min-delay path is input pin to output port, for reference.
- The fraction of power consumed by combinational cells is 100.0%, for reference.
- The pre-CTS setup check shows a worst slack of -499 ps.
- In the final report, the number of endpoints failing setup comes to 0.
- The report shows a maximum critical-path fanout of 5.
- From left edge to right edge, the die measures 80 um.
- Summing over the stages, the warning tally comes to 34.
- The routed design has 1.79 mm of wire.
- The floorplan step defined a die boundary enclosing 6400 um2.
- Of the cells placed in the final design, the portion with a size suffix greater than 1 is 28.9%.
- The synthesized instance count is 54, for reference.
- The net switching power of the design is 38.5 uW, for reference.
- The first global-routing pass estimated 2.91 mm of wire.
- The number of global-route vias before repair came to 629.
- The part of the Yosys area used for sequential elements is 0%, for reference.
- The number of antenna violations at the first check in global routing was 0.
- The chip area line of the yosys report is 419 um2, for reference.
- Per the cell usage report, the commonest logic cells after layout are sky130_fd_sc_hd__clkdlybuf4s50_1, sky130_fd_sc_hd__dlygate4sd2_1, sky130_fd_sc_hd__buf_4, sky130_fd_sc_hd__xnor2_1.
- In this run the VDD rail shows a maximum IR drop of 0.0546 mV.
- The portion of synthesized cell area occupied by the leading cell type is 39.4%, for reference.
- The setup slack of the critical path after layout is 57.1 ps, for reference.
- The design draws 145 uW.
- The internal power of the cells totals 107 uW.
- The violation count after the first detailed-routing iteration is 6, for reference.
- The post-synthesis to final-layout area growth is 106%, for reference.
- Counting the warning lines in the Yosys log gives 1.
- The category of the worst setup path launch point is an input pin, for reference.
- The number of rows in the core area is 21, for reference.
- The floorplan step defined a core boundary enclosing 3420 um2.
- The report lists the power per cell area as 168 nW/um2.
- By area the synthesized netlist is led by sky130_fd_sc_hd__buf_4, sky130_fd_sc_hd__xnor2_1, sky130_fd_sc_hd__nor4_1.
- The static power due to leakage is 0.372 nW, for reference.
- Once detailed placement completed, the half-perimeter wirelength came to 1.66 mm.
- The floorplan die height is 80 um, for reference.
- The final RePlAce weighted congestion is 0.765, for reference.
- Net switching is 26.5% of the power.
- The number of standard cells reported by yosys is 54, for reference.
- The final layout report lists a clock buffer count of 0.
- The required time reported for the critical path endpoint is 1520 ps, for reference.
- At the pin with the least slew margin, the transition time is 230 ps.
- The highest clock frequency the design can meet is 543 MHz, for reference.
- The via density per instance is 3.73, for reference.
- The run finished with clean final reports.
- The sequential cells in the finished layout cover a total of 0 um2.
- For reference, the final report shows the max-slew violation count at 0.
- The setup TNS after final layout is 0 ps, for reference.
- The power share of the sequential group is 0%, for reference.
- The final layout contains a sequential cell count of 0.
- The all-layer global routing usage is 5.54%, for reference.
- The headroom to the max-slew limit is 84.5%, for reference.
- After filler insertion, the fill cell instance count of the layout stands at 379.
- The critical setup path kind is input pin to output port, for reference.
- The tally of buffers added on design ports is 48, for reference.
- The clock share of power is 0%, for reference.
- The kind of capture point of the worst setup path is an output port, for reference.
- The detailed-route wire length per cell is 13.2 um, for reference.
- The count of pins on the block boundary is 93, for reference.
- The post-layout utilization of the core is 25.3%, for reference.
- The data arrival time reported for the critical path is 1460 ps.
- The detailed-route DRC error count is 0, for reference.
- The cell area that synthesis handed to floorplanning was 419 um2.
- The share of the cycle needed by the critical path after routing is 97.0%, for reference.
- Hold-check failures listed in the final report amount to 0.
- Entering global routing, the biggest net connects 6 pins.
- The cell type contributing the most total cell area after synthesis is sky130_fd_sc_hd__buf_4, for reference.
- The time the worst path needs with I/O delays and setup is 1840 ps, for reference.
- The initial core utilization is 12.3%, for reference.
- The average instance in the mapped netlist occupies 7.76 um2.
==> cell type report <==
class / instances / area, um2 / area share [%]
Tap cell: 46 / 57.6 / 6.67
Timing Repair Buffer: 59 / 542 / 62.8
Multi-Input combinational cell: 31 / 264 / 30.6
==> power groups by stage <==
stage	Clock (mW)	Sequential [mW]	Combinational, mW
finish	0	0	0.145
global route	0	0	0.161
CTS	0	0	0.147
==> timing repair <==
item                       4_1_cts  5_1_grt
hold buffers                     0        0
setup endpoints to repair       13        5
buffers inserted                 2        1
pin swaps                       12        6
resized                         31        5
==> cell families after synthesis <==
kind of cell	count (synthesis)	synth area share (%)
buf+inv	23	42.1
mux	2	5.37
simple gates	18	29.0
compound gates	1	1.79
xor+xnor	9	18.8
fa+ha+maj	1	2.98
==> routing by layer <==
metal	vias to the layer above	routed length, um	global-route usage, %
met5	-	0	0
li1	242	-	-
met4	0	21	1.58
met1	204	643	5.74
met2	53	675	8.03
met3	8	449	5.00
==> final timing paths <==
check             start           endpoint  slack [ps]  depth (start not counted)
hold / removal    P[33]  mantissa_norm[10]         760                          0
setup / recovery  P[47]              guard          60                          4
==> Yosys cell counts <==
| master | number |
|---|---|
| sky130_fd_sc_hd__xor2_1 | 2 |
| sky130_fd_sc_hd__a211oi_1 | 1 |
| sky130_fd_sc_hd__nand2_1 | 3 |
| sky130_fd_sc_hd__nor4_1 | 5 |
| sky130_fd_sc_hd__and3_2 | 1 |
| sky130_fd_sc_hd__and4_4 | 1 |
| sky130_fd_sc_hd__ha_1 | 1 |
| sky130_fd_sc_hd__xnor2_1 | 7 |
| sky130_fd_sc_hd__and2b_2 | 1 |
| sky130_fd_sc_hd__mux2_2 | 2 |
| sky130_fd_sc_hd__nand3_1 | 3 |
| sky130_fd_sc_hd__buf_4 | 22 |
| sky130_fd_sc_hd__nand4_2 | 1 |
| sky130_fd_sc_hd__and4_1 | 2 |
| sky130_fd_sc_hd__nand4_1 | 1 |
| sky130_fd_sc_hd__buf_6 | 1 |
==> worst max-delay path, cell delays in order <==
cell and delay, ps:
sky130_fd_sc_hd__clkdlybuf4s15_2 220, sky130_fd_sc_hd__buf_4 130, sky130_fd_sc_hd__mux2_2 320, sky130_fd_sc_hd__clkdlybuf4s50_1 410
==> per-stage QoR <==
step	hold slack, ps	cells
after global routing	760	136
after floorplan	785	54
after global placement	760	134
after CTS	760	136
final	760	136
after detailed placement	760	134
No activity file was given, so power comes from the tool's default toggle rates.
